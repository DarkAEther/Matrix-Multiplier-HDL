===== flow/design.v =====
module invert (input wire i, output wire o);
   assign o = !i;
endmodule
module and2 (input wire i0, i1, output wire o);
  assign o = i0 & i1;
endmodule
module or2 (input wire i0, i1, output wire o);
  assign o = i0 | i1;
endmodule
module xor2 (input wire i0, i1, output wire o);
  assign o = i0 ^ i1;
endmodule
module nand2 (input wire i0, i1, output wire o);
   wire t;
   and2 and2_0 (i0, i1, t);
   invert invert_0 (t, o);
endmodule
module nor2 (input wire i0, i1, output wire o);
   wire t;
   or2 or2_0 (i0, i1, t);
   invert invert_0 (t, o);
endmodule
module xnor2 (input wire i0, i1, output wire o);
   wire t;
   xor2 xor2_0 (i0, i1, t);
   invert invert_0 (t, o);
endmodule
module and3 (input wire i0, i1, i2, output wire o);
   wire t;
   and2 and2_0 (i0, i1, t);
   and2 and2_1 (i2, t, o);
endmodule
module or3 (input wire i0, i1, i2, output wire o);
   wire t;
   or2 or2_0 (i0, i1, t);
   or2 or2_1 (i2, t, o);
endmodule
module nor3 (input wire i0, i1, i2, output wire o);
   wire t;
   or2 or2_0 (i0, i1, t);
   nor2 nor2_0 (i2, t, o);
endmodule
module nand3 (input wire i0, i1, i2, output wire o);
   wire t;
   and2 and2_0 (i0, i1, t);
   nand2 nand2_1 (i2, t, o);
endmodule
module xor3 (input wire i0, i1, i2, output wire o);
   wire t;
   xor2 xor2_0 (i0, i1, t);
   xor2 xor2_1 (i2, t, o);
endmodule
module xnor3 (input wire i0, i1, i2, output wire o);
   wire t;
   xor2 xor2_0 (i0, i1, t);
   xnor2 xnor2_0 (i2, t, o);
endmodule
module mux2 (input wire i0, i1, j, output wire o);
  assign o = (j==0)?i0:i1;
endmodule
module mux4 (input wire [0:3] i, input wire j1, j0, output wire o);
  wire  t0, t1;
  mux2 mux2_0 (i[0], i[1], j1, t0);
  mux2 mux2_1 (i[2], i[3], j1, t1);
  mux2 mux2_2 (t0, t1, j0, o);
endmodule
module mux8 (input wire [0:7] i, input wire j2, j1, j0, output wire o);
  wire  t0, t1;
  mux4 mux4_0 (i[0:3], j2, j1, t0);
  mux4 mux4_1 (i[4:7], j2, j1, t1);
  mux2 mux2_0 (t0, t1, j0, o);
endmodule
module demux2 (input wire i, j, output wire o0, o1);
  assign o0 = (j==0)?i:1'b0;
  assign o1 = (j==1)?i:1'b0;
endmodule
module demux4 (input wire i, j1, j0, output wire [0:3] o);
  wire  t0, t1;
  demux2 demux2_0 (i, j1, t0, t1);
  demux2 demux2_1 (t0, j0, o[0], o[1]);
  demux2 demux2_2 (t1, j0, o[2], o[3]);
endmodule
module demux8 (input wire i, j2, j1, j0, output wire [0:7] o);
  wire  t0, t1;
  demux2 demux2_0 (i, j2, t0, t1);
  demux4 demux4_0 (t0, j1, j0, o[0:3]);
  demux4 demux4_1 (t1, j1, j0, o[4:7]);
endmodule
module df (input wire clk, in, output wire out);
  reg df_out;
  always@(posedge clk) df_out <= in;
  assign out = df_out;
endmodule
module dfr (input wire clk, reset, in, output wire out);
  wire reset_, df_in;
  invert invert_0 (reset, reset_);
  and2 and2_0 (in, reset_, df_in);
  df df_0 (clk, df_in, out);
endmodule
module dfrl (input wire clk, reset, load, in, output wire out);
  wire _in;
  mux2 mux2_0(out, in, load, _in);
  dfr dfr_1(clk, reset, _in, out);
endmodule
module mat_4x4_multiplier(input wire[3:0] a,b,c,d,e,f,g,h,i,j,k,l,m,n,o,p,a1,b1,c1,d1,e1,f1,g1,h1,i1,j1,k1,l1,m1,n1,o1,p1, output wire[7:0] q,r,s,t,u,v,w,x,y,z,a2,b2,c2,d2,e2,f2);
        wire [7:0] tv[32:0];
        mat_2x2_multiplier mk1(a,b,e,f,a1,b1,e1,f1,tv[0],tv[1],tv[2],tv[3]);
        mat_2x2_multiplier mk2(c,d,g,h,i1,j1,m1,n1,tv[4],tv[5],tv[6],tv[7]);
        mat_2x2_adder ak1(tv[0],tv[1],tv[2],tv[3],tv[4],tv[5],tv[6],tv[7],q,r,u,v);
        mat_2x2_multiplier mk3(a,b,e,f,c1,d1,g1,h1, tv[8],tv[9],tv[10],tv[11]);
        mat_2x2_multiplier mk4(c,d,g,h,k1,l1,o1,p1, tv[12],tv[13],tv[14],tv[15]);
        mat_2x2_adder ak2(tv[8],tv[9],tv[10],tv[11],tv[12],tv[13],tv[14],tv[15],s,t,w,x);
        mat_2x2_multiplier mk5(i,j,m,n,a1,b1,e1,f1, tv[16],tv[17],tv[18],tv[19]);
        mat_2x2_multiplier mk6(k,l,o,p,i1,j1,m1,n1, tv[20],tv[21],tv[22],tv[23]);
        mat_2x2_adder ak3(tv[16],tv[17],tv[18],tv[19],tv[20],tv[21],tv[22],tv[23],y,z,c2,d2);
        mat_2x2_multiplier mk7(i,j,m,n,c1,d1,g1,h1, tv[24],tv[25],tv[26],tv[27]);
        mat_2x2_multiplier mk8(k,l,o,p,k1,l1,o1,p1, tv[28],tv[29],tv[30],tv[31]);
        mat_2x2_adder ak4(tv[24],tv[25],tv[26],tv[27],tv[28],tv[29],tv[30],tv[31],a2,b2,e2,f2);
endmodule
module mat_2x2_adder(input wire[7:0] a,b,c,d,e,f,g,h,output wire[7:0] w,x,y,z);
        wire [4:0] t;
        full_adder_8bit f1(a,e,w,t[0]);
        full_adder_8bit f2(b,f,x,t[1]);
        full_adder_8bit f3(c,g,y,t[2]);
        full_adder_8bit f4(d,h,z,t[3]);
endmodule
module mat_2x2_multiplier(input wire[3:0] a,b,c,d,e,f,g,h,output wire[7:0] w,x,y,z);
        wire[7:0] p,q,r,s,t,u,v,k; wire[7:0] temp;
        multiplier_4bit m1(a,e,p);
        multiplier_4bit m2(b,g,q);
        full_adder_8bit f1(p,q,w,temp[0]);
        multiplier_4bit m3(a,f,r);
        multiplier_4bit m4(b,h,s);
        full_adder_8bit f2(r,s,x,temp[1]);
        multiplier_4bit m5(c,e,t);
        multiplier_4bit m6(d,g,u);
        full_adder_8bit f3(t,u,y,temp[2]);
        multiplier_4bit m7(c,f,v);
        multiplier_4bit m8(d,h,k);
        full_adder_8bit f4(v,k,z,temp[3]);
endmodule
module full_adder_8bit(input wire[7:0] a,b,output wire[7:0] sum,output wire cout);
        wire[8:0] t;
        full_adder_single f1(a[0],b[0],1'b0,sum[0],t[0]);
        full_adder_single f2(a[1],b[1],t[0],sum[1],t[1]);
        full_adder_single f3(a[2],b[2],t[1],sum[2],t[2]);
        full_adder_single f4(a[3],b[3],t[2],sum[3],t[3]);
        full_adder_single f5(a[4],b[4],t[3],sum[4],t[4]);
        full_adder_single f6(a[5],b[5],t[4],sum[5],t[5]);
        full_adder_single f7(a[6],b[6],t[5],sum[6],t[6]);
        full_adder_single f8(a[7],b[7],t[6],sum[7],cout);
endmodule
module full_adder_4bit(input wire[3:0] a,b,output wire[3:0] sum,output wire cout);
        wire[3:0] t;
        full_adder_single f1(a[0],b[0],1'b0,sum[0],t[0]);
        full_adder_single f2(a[1],b[1],t[0],sum[1],t[1]);
        full_adder_single f3(a[2],b[2],t[1],sum[2],t[2]);
        full_adder_single f4(a[3],b[3],t[2],sum[3],cout);
endmodule
module multiplier_4bit(input wire[3:0] a, b, output wire[7:0] product);
        wire[20:0] t; wire[20:0] c;
        and2 a1(a[0],b[0],product[0]);
        and2 a2(a[1],b[0],t[0]);
        and2 a3(a[0],b[1],t[1]);
        half_adder_single h1(t[0],t[1],product[1],c[0]);
        and2 a4(a[2],b[0],t[2]);
        and2 a5(a[1],b[1],t[3]);
        and2 a6(a[0],b[2],t[4]);
        half_adder_single h2(t[2],t[3],c[1],c[2]);
        full_adder_single f1(t[4],c[1],c[0],product[2],c[3]);
        and2 a7(a[3],b[0],t[5]);
        and2 a8(a[2],b[1],t[6]);
        and2 a9(a[1],b[2],t[7]);
        and2 a10(a[0],b[3],t[8]);
        half_adder_single h3(t[5],t[6],c[4],c[5]);
        full_adder_single f2(c[4],t[7],c[2],c[6],c[7]);
        full_adder_single f3(c[6],t[8],c[3],product[3],c[8]);
        and2 a11(a[3],b[1],t[9]);
        and2 a12(a[2],b[2],t[10]);
        and2 a13(a[1],b[3],t[11]);
        full_adder_single f4(t[9],t[10],c[5],c[9],c[10]);
        full_adder_single f5(t[11],c[9],c[7],c[11],c[12]);
        half_adder_single h4(c[11],c[8],product[4],c[13]);
        and2 a14(a[3],b[2],t[12]);
        and2 a15(a[2],b[3],t[13]);
        full_adder_single f6(t[12],t[13],c[10],c[14],c[15]);
        full_adder_single f7(c[14],c[12],c[13],product[5],c[16]);
        and2 a16(a[3],b[3],t[14]);
        full_adder_single f8(t[14],c[15],c[16],product[6],product[7]);
endmodule
module full_adder_single(input wire a, b, cin, output wire sum, cout);
        wire[4:0] t;
        xor2 x1(a,b,t[0]);
        xor2 x2(t[0],cin,sum);
        and2 a1(a,b,t[1]);
        and2 a2(a,cin,t[2]);
        and2 a3(b,cin,t[3]);
        or2 a4(t[1],t[2],t[4]);
        or2 a5(t[4],t[3],cout);
endmodule
module half_adder_single(input wire a, b, output wire sum,cout);
        xor2 x1(a,b,sum);
        and2 a1(a,b,cout);
endmodule

===== flow/run.sh =====
#!/bin/bash
# OpenROAD 26Q1-2900-gdf79404cd8, Yosys 0.63+post, stock flow scripts
make -C /OpenROAD-flow-scripts/flow DESIGN_CONFIG=/design/flow/config.mk WORK_HOME=/design/flow/orfs finish

===== flow/config.mk =====
export PLATFORM = sky130hd
export DESIGN_NAME = mat_4x4_multiplier
export DESIGN_NICKNAME = mat_4x4_multiplier
export VERILOG_FILES = /design/flow/design.v
export SDC_FILE = /design/flow/constraint.sdc
export NUM_CORES = 4
export LEC_CHECK = 1
export CORE_UTILIZATION = 40

===== flow/constraint.sdc =====
current_design mat_4x4_multiplier

set clk_period 6.6
set clk_io_pct 0.2

create_clock -name clk0 -period $clk_period

set non_clock_inputs [all_inputs -no_clocks]
set_input_delay [expr $clk_period * $clk_io_pct] -clock clk0 $non_clock_inputs
set_output_delay [expr $clk_period * $clk_io_pct] -clock clk0 [all_outputs]

==> flow_summary.ini <==
; synthesis and place-and-route metrics
[run_status]
status = finished with violations
violations = negative setup slack

[timing]
final_period_minus_worst_setup_slack_ns = 7.17
max-slew-margin-rel_pct = 74.9
finalSetupViolations = 32
final-hold-violation-count = 0
setup_ws_ns = -0.565
min_period_over_period_pct = 109
worst_pin_slew_ns = 0.376
slew_violations = 0
grt_setup_unrepaired = true
achievable-frequency_mhz = 140
holdWs_ns = 3.63

[synth]
synth_area_mm2 = 0.0304
syn_avg_cell_area_um2 = 9.80
yosys_warnings = 1
post_synth_inst_count = 3104
synth_chip_area_mm2 = 0.0304
seq_area_frac_synth_pct = 0
yosysUniqueCellTypes = 11
synth.top_cell.area_share_pct = 52.7
most_common_cell = sky130_fd_sc_hd__fa_1
synth_top_cells_by_count = 800 x sky130_fd_sc_hd__fa_1, 720 x sky130_fd_sc_hd__and2_1, 656 x sky130_fd_sc_hd__inv_1, 304 x sky130_fd_sc_hd__ha_1, 304 x sky130_fd_sc_hd__nand2_1
yosysCellCount = 3104
synthTopCellsByArea = sky130_fd_sc_hd__fa_1 53%, sky130_fd_sc_hd__and2_1 15%, sky130_fd_sc_hd__ha_1 13%
synth_area_leader_cell = sky130_fd_sc_hd__fa_1

[setup_path]
path_delay_family = adder cells
cp.arrival_ns = 5.85
timing_worst_setup_path_type = in -> out
cp_num_buf_inv = 5
cpMostUsedCell = sky130_fd_sc_hd__fa_2
worstPathMaxFanout = 6
endpoint_kind = primary output
worst-endpoint-required_ns = 5.28
cpMaxStageDelayCell = sky130_fd_sc_hd__fa_1
timing.critical_path.slowest_cell_delay_ns = 0.56
start_kind = input pin
path_cells = buf_4, buf_8, and2_4, ha_4, inv_2, fa_1, fa_1, inv_2, fa_2, fa_2, fa_2, fa_2, fa_2, xnor2_2, xnor3_2, buf_2

[finish]
final_cell_area_mm2 = 0.0410
layout-area-overhead-vs-synth_pct = 35.0
sequential_cell_area_um2 = 0
n_clock_buffer = 0
numSequentialCells = 0
drive_gt1_share_pct = 36.6
final_core_util_pct = 54.9

[grt]
number_of_global_route_vias_before_repair = 24200
all_layer_global_routing_usage_pct = 29.3
global_route.overflow_total = 0
maximum_number_of_pins_on_one_net_before_global_route_repair = 17
grt_first_pass_wirelength_um = 151000
antenna_found_initial = 6

[power_and_ir_drop]
vdd.ir_drop.worst_mv = 0.557
p_per_area_mw_per_mm2 = 297
static-leakage-power_nw = 19.8

[die]
core_area_mm2 = 0.0748
fp-utilization_pct = 40.6
die.size.y_um = 278
chip_area_mm2 = 0.0771
design.portCount = 256
placementRows = 100
dieWidth_um = 278

[place]
hpwlAfterDp_um = 78100
gpl.final_weighted_congestion = 0.974
io_buffer_count = 256
placedInstanceArea_mm2 = 0.0367

[drt]
remaining_drc_errors = 0
drt_wl_total_um = 104000
drt-vias-per-instance = 4.85
drt.antenna.violating_nets = 0
route.vias.total = 22300
detail_route.iter0.violations = 686
wl_per_cell_um = 22.7
drt_pass1_iterations = 5

[worst_hold_path]
timing.hold.worst.class = in -> out

[cts]
cts_hold_buf = 0

[flow_run]
tool_warnings = 35
drv.max_cap_violation_count = 0
==> cells in the final DEF, fill, tap and decap left out <==
cell,instances
sky130_fd_sc_hd__and2_1,602
sky130_fd_sc_hd__fa_1,523
sky130_fd_sc_hd__inv_1,504
sky130_fd_sc_hd__nand2_1,304
sky130_fd_sc_hd__fa_2,277
sky130_fd_sc_hd__buf_4,272
sky130_fd_sc_hd__ha_1,184
sky130_fd_sc_hd__inv_2,152
sky130_fd_sc_hd__and2_4,118
sky130_fd_sc_hd__buf_6,106
sky130_fd_sc_hd__buf_12,103
sky130_fd_sc_hd__clkdlybuf4s50_1,94
sky130_fd_sc_hd__ha_4,89
sky130_fd_sc_hd__buf_2,55
sky130_fd_sc_hd__buf_8,43
sky130_fd_sc_hd__ha_2,31
sky130_fd_sc_hd__xnor3_1,25
sky130_fd_sc_hd__dlygate4sd2_1,18
sky130_fd_sc_hd__clkbuf_2,17
sky130_fd_sc_hd__bufbuf_16,16
sky130_fd_sc_hd__xor2_1,15
sky130_fd_sc_hd__clkbuf_16,12
sky130_fd_sc_hd__clkbuf_4,11
sky130_fd_sc_hd__xnor2_1,10
sky130_fd_sc_hd__dlymetal6s2s_1,9
sky130_fd_sc_hd__xnor3_2,7
sky130_fd_sc_hd__buf_16,7
sky130_fd_sc_hd__xnor2_2,6
sky130_fd_sc_hd__clkdlybuf4s15_1,5
sky130_fd_sc_hd__diode_2,3
sky130_fd_sc_hd__xor2_2,1
==> worst min-delay path: stages <==
cell and delay [ns]:
sky130_fd_sc_hd__buf_8 0.10, sky130_fd_sc_hd__buf_4 0.15, sky130_fd_sc_hd__nand2_1 0.09, sky130_fd_sc_hd__fa_1 0.22
sky130_fd_sc_hd__xnor2_1 0.15, sky130_fd_sc_hd__xnor3_1 0.20, sky130_fd_sc_hd__buf_2 0.09
==> cells by family (layout without fill, tap and decap cells) <==
group / after synthesis / after routing / share of synthesized area [%]
buffers and inverters: 912 / 1424 / 13.0
XOR/XNOR: 64 / 64 / 3.29
adder cells (fa/ha/maj): 1104 / 1104 / 65.2
other: 0 / 3 / 0
AND/OR/NAND/NOR: 1024 / 1024 / 18.6
==> per-stage QoR <==
| step | instances | TNS, ns | setup WS (ns) | power (mW) |
|---|---|---|---|---|
| finish | 4588 | -10.48 | -0.565 | 12.2 |
| global route | 4585 | -13.80 | -0.693 | 13.4 |
| CTS | 4561 | -15.58 | -0.785 | 12.0 |
| detailed placement | 4336 | -49.84 | -1.40 | 12.4 |
| global placement | 4336 | -49.15 | -1.38 | 12.5 |
| floorplan | 3104 | -1.27 | -0.135 | 7.09 |
==> layout make-up <==
| type | count | area [um2] |
|---|---|---|
| Multi-Input combinational cell | 2192 | 28700 |
| Fill cell | 6203 | 33800 |
| Antenna cell | 3 | 7.51 |
| Timing Repair Buffer | 768 | 8660 |
| Inverter | 656 | 2460 |
| Tap cell | 969 | 1210 |
==> power breakdown <==
group / switching [mW] / leakage [nW] / internal [mW]
combinational: 5.61 / 19.8 / 6.56
sequential: 0 / 0 / 0
clock: 0 / 0.0000190 / 0.000000735
==> path summary, 6_finish.rpt <==
path / endpoint / from / cells past startpoint / slack (ns)
min: f2[7] / m[3] / 7 / 3.63
max: x[7] / p1[0] / 16 / -0.57
==> layer usage <==
metal,global-route usage [%],routed length [um]
met1,36.6,36200
met2,44.4,47500
met3,18.2,17200
met4,5.62,2950
met5,0,168
==> timing repair <==
item / in CTS / in global routing
buffers inserted: 199 / 44
gates resized: 884 / 411
setup endpoints to repair: 64 / 50
pin swaps: 410 / 393
gates cloned: 27 / 13
No activity file was given, so power comes from the tool's default toggle rates.
